==> ./config.mk <==
export PLATFORM = sky130hd
export DESIGN_NAME = RAM
export DESIGN_NICKNAME = RAM
export VERILOG_FILES = /design/flow/design.v
export SDC_FILE = /design/flow/constraint.sdc
export NUM_CORES = 4
export LEC_CHECK = 1
export CORE_UTILIZATION = 50
==> ./design.v <==
module RAM (
    input wire [3:0] addr,               
    input wire [7:0] data_in,            
    input wire run_prog,                 
    input wire ce,                       
    input wire leitura_escrita,          
    output reg [7:0] data_out            
);
    reg [7:0] memoria [15:0];
    always @(*) begin
        if (ce && leitura_escrita) begin
            data_out = memoria[addr];
        end else begin
            data_out = 8'bzzzzzzzz;  
        end
    end
    always @(*) begin
        if (run_prog && ce && !leitura_escrita) begin
            memoria[addr] = data_in;
        end
    end
endmodule
==> ./run.sh <==
#!/bin/bash
# OpenROAD 26Q1-2900-gdf79404cd8, Yosys 0.63+post, stock flow scripts
make -C /OpenROAD-flow-scripts/flow DESIGN_CONFIG=/design/flow/config.mk WORK_HOME=/design/flow/orfs finish
==> ./constraint.sdc <==
current_design RAM

set clk_period 3.3
set clk_io_pct 0.2

create_clock -name clk0 -period $clk_period

set non_clock_inputs [all_inputs -no_clocks]
set_input_delay [expr $clk_period * $clk_io_pct] -clock clk0 $non_clock_inputs
set_output_delay [expr $clk_period * $clk_io_pct] -clock clk0 [all_outputs]
==> impl_metrics.json <==
{
  "outcome": "completed",
  "worstHoldStart": "addr[3]",
  "synthCells": 317,
  "wl_um": 8290,
  "untimed_endpoints": 128,
  "ys_cells": 317,
  "dr.pass1.iters": 5,
  "finalSetupViolCount": 0,
  "antenna_found_initial": 0,
  "p_switching_mw": 0.146,
  "max-slew-margin-rel_pct": 64.2,
  "internal_power_mw": 0.253,
  "warning_count": 32,
  "largest_reg_flops": 128,
  "top_area_share_pct": 60.1,
  "synthArstFlopShare_pct": 0,
  "port_buffers": 23,
  "unclocked_regs": 128,
  "hold_violations": 0,
  "finalClockPeriodUsage_pct": 97.4,
  "switching_share_pct": 36.6,
  "clkPwrFrac_pct": 0,
  "dieArea_mm2": 0.00671,
  "drt_iter0_markers": 153,
  "core_mm2": 0.00603,
  "hpwl_um": 6060,
  "max_slew.worst_pin.slew_ns": 0.535,
  "worstPathMaxFanout": 11,
  "fillers": 509,
  "vias": 2505,
  "postSynthAreaPerCell_um2": 10.1,
  "num_rows": 28,
  "vias_per_cell": 5.59,
  "pre_cts_ws_ns": -0.173,
  "grt_overflow_total": 0,
  "whs_endpoint": "data_out[2]",
  "antenna-diode-count": 0,
  "syn_area_mm2": 0.00319,
  "fmax_mhz": 311,
  "irDropWorstVdd_mv": 0.0589,
  "yosysUniqueCellTypes": 42,
  "antenna_left": 0,
  "hold_depth": 6,
  "layout_min_cycle_time_ns": 3.21,
  "yosys.area.top_type": "dlxtn_1",
  "setup_slack_ns": 0.0861,
  "gp_congestion": 0.893,
  "p_comb_share_pct": 69.7,
  "numSynthFlops": 128,
  "grt_pass1_wl_um": 12900,
  "ios": 23,
  "syn_to_final_growth_pct": 20.6,
  "leakagePower_nw": 1.81,
  "crit_arrival_ns": 2.55,
  "layout.cells.non_filler": 448,
  "wl_per_cell_um": 18.5,
  "grt_max_degree": 17,
  "seqPwrFrac_pct": 30.3,
  "drive_above_1_share_pct": 17.7,
  "fp-utilization_pct": 53.0,
  "edf_count": 0,
  "route.detailed.drc": 0,
  "grt_setup_unrepaired": "false",
  "placed_cells": 442,
  "crit_type": "in2out",
  "slew_violations": 0,
  "startpoint_type": "input pin",
  "area_leaders": "dlxtn_1, nand2_1, mux4_2, mux2i_1, a22oi_1",
  "whs_ns": 2.32,
  "ys_chip_area_mm2": 0.00319,
  "synthFlopType": "dlxtn_1",
  "drv_cap": 0,
  "grt_pass1_vias": 2429,
  "cp.required_ns": 2.64,
  "cp-end-kind": "primary output",
  "ys_warn_count": 3,
  "die_h_um": 81.9,
  "grt.total_usage_pct": 28.0,
  "crit_start": "addr[1]",
  "die_width_um": 81.9,
  "power_density_mw_per_mm2": 104,
  "min_path_type": "in2out"
}
[per-layer routing]
metal,vias up,track usage [%],part of all wire [%]
li1,1226,-,-
met1,1186,42.7,45
met2,80,45.0,47
met3,13,2.93,5.9
met4,0,6.49,1.7
met5,-,0,0
[power by group through the flow]
stage	sequential [mW]	combinational, mW	clock, mW
4_1_cts	0.121	0.278	0
6_report	0.121	0.278	0
5_1_grt	0.130	0.301	0
[stage by stage]
step / instance area (um^2) / total power, mW / util, % / TNS, ns
floorplan: 3190 / 0.249 / - / 0
global placement: 3740 / 0.380 / 62.1 / -1.14
detailed placement: 3740 / 0.382 / 62.1 / -1.15
CTS: 3850 / 0.399 / 63.8 / 0
global route: 3850 / 0.431 / 63.9 / 0
finish: 3850 / 0.399 / 63.9 / 0
[synth_stat cells, drive strengths merged (2+ instances only)]
cell and n:
o22ai 8, or2b 2, a31oi 8, dlxtn 128
o32a 7, nand3 4, nand3b 3, mux2i 13
buf 15, inv 5, a22o 3, nor2 21
nor2b 4, mux4 6, a21oi 5, nand2 39
a221oi 3, o21ai 13, a22oi 11, mux2 3
[worst max-delay path, cell delays in order]
cell             delay [ns]
dlygate4sd2_1          0.32
buf_12                 0.18
mux2_2                 0.33
a22o_1                 0.23
nand2_1                0.06
o21ai_0                0.07
o32a_1                 0.30
clkdlybuf4s50_1        0.40
[final cells by class]
class,count,area [um^2],share of cell area [%]
sequential,128,1920,49.9
multi-input combinational,169,1150,29.8
timing repair buffer,71,671,17.4
inverter,5,18.8,0.487
tap,75,93.8,2.44
[worst max-delay path by stage]
stage | slack, ns | to | cells past startpoint
final | 0.09 | data_out[7] | 8
after global routing | 0.001 | data_out[7] | 8
after CTS | 0.02 | data_out[2] | 10
[repair_timing]
| item | in CTS | in global routing |
|---|---|---|
| gates resized | 9 | 7 |
| endpoints found under the setup margin | 8 | 3 |
| setup buffers | 4 | 0 |
| cloned | 2 | 0 |
| pin swaps | 0 | 1 |
| hold buffers | 0 | 0 |
[kinds of logic (layout without fill, tap and decap cells)]
| logic type | Yosys count | count (layout) | share of synthesized area (%) |
|---|---|---|---|
| compound gates | 68 | 68 | 15.1 |
| simple gates | 79 | 79 | 11.0 |
| buf+inv | 20 | 76 | 4.31 |
| mux | 22 | 22 | 9.36 |
| latches | 128 | 128 | 60.1 |
[placed cells by master (no fill, tap or decap), types with 3 or more instances in the layout]
master / instances
nand3b_1: 3
nand2_1: 38
mux4_2: 6
o21ai_0: 7
dlygate4sd2_1: 3
o21ai_1: 6
nand3_1: 4
buf_6: 3
a21oi_1: 5
a22o_1: 3
o32a_1: 7
nor2_1: 18
a22oi_1: 11
buf_4: 41
o22ai_1: 8
mux2i_1: 13
nor2b_1: 4
a31oi_1: 8
inv_1: 4
nor2_2: 3
dlxtn_1: 128
mux2_2: 3
clkdlybuf4s50_1: 18
Power is estimated from default activity; no workload was simulated.
