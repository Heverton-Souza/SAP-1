## flow/run.sh

```bash
#!/bin/bash
# OpenROAD 26Q1-2900-gdf79404cd8, Yosys 0.63+post, stock flow scripts
make -C /OpenROAD-flow-scripts/flow DESIGN_CONFIG=/design/flow/config.mk WORK_HOME=/design/flow/orfs finish
```

## flow/constraint.sdc

```tcl
current_design unidadeDeControle

set clk_period 2.7
set clk_io_pct 0.2

create_clock -name clk0 -period $clk_period [get_ports {CLK}]

set non_clock_inputs [all_inputs -no_clocks]
set_input_delay [expr $clk_period * $clk_io_pct] -clock clk0 $non_clock_inputs
set_output_delay [expr $clk_period * $clk_io_pct] -clock clk0 [all_outputs]
```

## flow/config.mk

```make
export PLATFORM = sky130hd
export DESIGN_NAME = unidadeDeControle
export DESIGN_NICKNAME = unidadeDeControle
export VERILOG_FILES = /design/flow/design.v
export SDC_FILE = /design/flow/constraint.sdc
export NUM_CORES = 4
export LEC_CHECK = 1
export CORE_AREA = 10 10 70 70
export DIE_AREA = 0 0 80 80
```

## flow/design.v

```verilog
module unidadeDeControle(
    input wire CLK,
    input wire CLR,
    input wire [3:0] opcode,
    output reg Cp,       
    output reg Ep,       
    output reg Ej,       
    output reg Eu,       
    output reg Add,      
    output reg Sub,      
    output reg AndOp,    
    output reg OrOp,     
    output reg XorOp,    
    output reg NotOp,    
    output reg La,       
    output reg Ea,       
    output reg Lb,       
    output reg Lm,       
    output reg CE,       
    output reg L1,       
    output reg Ei,       
    output reg L0        
);
    reg [2:0] t_state;
    always @(posedge CLK or posedge CLR) begin
		if (CLR)
			 t_state <= 3'd0;
		else if (t_state == 3'd6)
			 t_state <= 3'd0;  
		else
			 t_state <= t_state + 3'd1;
    end
    always @(*) begin
        {Cp, Ep, Ej, Eu, Add, Sub, AndOp, OrOp, XorOp, NotOp,
         La, Ea, Lb, Lm, CE, L1, Ei, L0} = 18'b0;
        case (t_state)
            3'd0: begin
                Ep = 1;  
                Lm = 1;  
            end
            3'd1: begin
                CE = 1;  
                L1 = 1;  
            end
            3'd2: begin
                Cp = 1;  
            end
            3'd3: begin
                case (opcode)
						  4'b0001,  
                    4'b0100,  
                    4'b0101,  
                    4'b0110,  
                    4'b0111,  
                    4'b1000,  
                    4'b1001,  
						  4'b1010,  
 						  4'b1110: begin   
                        Ei = 1;  
                        Lm = 1;  
                    end
                endcase
            end
            3'd4: begin
                case (opcode)
						  4'b0001: begin  
								CE = 1;  
								La = 1;  
						  end
                    4'b0100, 4'b0101, 4'b0110, 4'b0111, 4'b1000: begin   
                        CE = 1;  
                        Lb = 1;  
                    end
                    4'b1001: begin  
                        Eu = 1;     
                        NotOp = 1;  
								Ea = 1;     
                    end
                    4'b1010: begin  
                        Ej = 1;     
                    end
                endcase
            end
            3'd5: begin  
                case (opcode)  
                    4'b0100: begin Eu = 1; Add   = 1; end  
                    4'b0101: begin Eu = 1; Sub   = 1; end  
                    4'b0110: begin Eu = 1; AndOp = 1; end  
                    4'b0111: begin Eu = 1; OrOp  = 1; end  
                    4'b1000: begin Eu = 1; XorOp = 1; end  
                endcase
            end
        endcase
    end
endmodule
```

==> qor.rpt <==
STATUS
------------------------------------------------------------------------------------
Run status ............................................................ complete, no violations

YOSYS
------------------------------------------------------------------------------------
Instance tally after logic synthesis ..................................           52
Primary flip-flop cell chosen by synthesis mapping ....................      dfrtp_1
Yosys cell types ......................................................           30
Cells in synth_stat.txt ...............................................           52
Mapped Area ...........................................................     383 um^2
Flops out of synthesis ................................................            3
Synthesized area per cell .............................................    7.36 um^2
Post-synthesis async set-or-reset flop share ..........................         1.00
Synthesis warning total ...............................................            1
Yosys-reported design area after synthesis ............................     383 um^2
Post-synth tally of flip-flops with integrated enable .................            0
Sequential element share of the synthesized area ......................        0.196

POWER AND IR DROP
------------------------------------------------------------------------------------
Switching portion of total power ......................................        0.247
Power per cell area ...................................................  220 nW/um^2
Peak supply drop ......................................................    0.0681 mV
Part of the total power dissipated in combinational logic .............        0.195
Net Sw Power ..........................................................    0.0381 mW
Internal ..............................................................     0.116 mW
Standby leakage power .................................................     0.299 nW
Fraction of power consumed by sequential logic ........................        0.292
Clk network pwr share .................................................        0.513
Pwr Total .............................................................     0.155 mW

WORST SETUP PATH
------------------------------------------------------------------------------------
Cell Chain, Critical Path ............................................. dlygate4sd2_1 -> nor2b_4 -> or3b_4 -> nor3_2 -> clkdlybuf4s50_1
Critical path class ................................................... input port to primary output
CP Max Fanout .........................................................            5
Delay-heaviest family, CP ............................................. buffers and inverters
Beginning of the worst register-to-register path ...................... t_state[1]$_DFF_PP0_
Crit path max-delay cell type ......................................... clkdlybuf4s50_1
Stage delay of the slowest cell on the critical path ..................      0.49 ns
Startpoint kind of the worst setup timing path ........................   input port
Required time reported for the critical path endpoint .................      2.16 ns
WP data arrival .......................................................      1.99 ns
CP Launch Point .......................................................    opcode[2]
Count of buffering cells on the critical path with inverters included .            2
CP Capture Type ....................................................... primary output

STA
------------------------------------------------------------------------------------
Cycle use final .......................................................        0.937
Final Setup Violations ................................................            0
Final number of hold-violating endpoints ..............................            0
Setup repair after global routing missed its margin ...................        false
Setup TNS .............................................................         0 ns
Setup skew after layout ...............................................  0.000577 ns
Slew Viols, Final .....................................................            0
Minimum clock period after layout .....................................      2.53 ns
Final setup margin ....................................................     0.170 ns
Maximum frequency from static timing analysis .........................      395 MHz

GRT
------------------------------------------------------------------------------------
GRT Overall Usage .....................................................       0.0424
Total congestion overflow .............................................            0
Wire length of the first global-routing pass ..........................      2.21 mm
Largest net degree at the start of global routing .....................           10
Antenna violations before repair ......................................            0
Vias in the first global route ........................................          485

PLACE
------------------------------------------------------------------------------------
Routability-driven placement congestion ratio .........................        0.809
Worst slack at placement ..............................................    -0.111 ns
Half-perimeter wire length after detailed placement ...................      1.10 mm
Cell area after placement .............................................     659 um^2
Quantity of I/O buffers inserted on ports .............................           22

FLOORPLANNING
------------------------------------------------------------------------------------
FP Util ...............................................................        0.112
Top-level I/O count ...................................................           24
Number of placement rows ..............................................           21
CORE AREA .............................................................    3420 um^2
Vertical die size .....................................................        80 um
Width of the die ......................................................        80 um
Total die size ........................................................    6400 um^2

FLOW RUN
------------------------------------------------------------------------------------
Number of warnings the tools reported .................................           25
Max cap viols .........................................................            0

CELLS AND AREA
------------------------------------------------------------------------------------
Share of layout cells above drive strength 1 ..........................        0.205
Count of fill cells added during filler insertion .....................          403
Final cell area excluding filler cells ................................     702 um^2
Final core occ ........................................................        0.205
Flip-flop count of the largest register, all copies and words added ...            3
Largest registers ..................................................... t_state: 3 flops
Synth-to-Final Area Change ............................................        83.3%
Register with the highest flop count ..................................      t_state

CLOCKING
------------------------------------------------------------------------------------
Clock Path Buffers ....................................................            2
Clock latency on the worst-skew pair ..................................      0.23 ns
Number of CTS-inserted buffers ........................................            3
Total number of clock tree sinks ......................................            3
Post-CTS repair timing setup buffer count .............................            0
Max H-tree Level ......................................................            1
Clock slew seen by the registers of the worst setup and hold paths ....      0.04 ns
Number of hold-repair buffers added at the cts stage ..................            0
Clk Tree Root Cell ....................................................     clkbuf_4
CTS tree ..............................................................          yes

ROUTE
------------------------------------------------------------------------------------
Routed vias/inst ......................................................         3.69
ANT nets after route ..................................................            0
Diode insertion count for antenna repair ..............................            0
Average routed wire per standard cell .................................      10.8 um
Total vias in the final route .........................................          457
First-iteration detailed-routing DRC count ............................           13
Total iterations of the first detailed-routing run ....................            4
Number of DRC violations after detailed routing .......................            0
Total wirelength of the detailed-routed design ........................      1.33 mm

HOLD PATH
------------------------------------------------------------------------------------
Hold WC Path Type ..................................................... input port to async pin

repair_timing:
action	in CTS	in global routing
pin swaps	0	0
setup endpoints to repair	5	7
gates cloned	0	0
resized	5	2
cells in the mapped netlist (2+ instances only):
library cell | n | area [um^2]
and3_1 | 2 | 12.5
nor4_1 | 2 | 12.5
nand2b_1 | 3 | 18.8
buf_4 | 3 | 22.5
a21oi_1 | 2 | 10.0
inv_1 | 3 | 11.3
nand2_1 | 3 | 11.3
dfrtp_1 | 3 | 75.1
nand3_1 | 2 | 10.0
nor2_1 | 9 | 33.8
metrics by stage:
stage               hold WS [ns]  std cells
finish                     0.485        124
floorplan                  0.294         52
CTS                        0.480        124
detailed placement         0.615        120
global route               0.487        124
global placement           0.594        120
final timing paths:
path                                              to  slack [ns]  cells past startpoint
worst min-delay path            t_state[1]$_DFF_PP0_        0.48                      2
min in group clk0               t_state[0]$_DFF_PP0_        0.61                      1
max in group asynchronous       t_state[2]$_DFF_PP0_        2.09                      2
worst max register to register  t_state[2]$_DFF_PP0_        1.52                      3
worst min register to register  t_state[0]$_DFF_PP0_        0.61                      1
worst max-delay path                             Add        0.17                      5
power groups by stage:
stage | clock (mW) | combinational (mW) | sequential, mW
after CTS | 0.0842 | 0.0304 | 0.0452
after global routing | 0.0913 | 0.0337 | 0.0451
final | 0.0793 | 0.0301 | 0.0452
logic make-up after synthesis:
group	share of synthesized area
DFF	0.196
AOI/OAI and AO/OA	0.144
buffers and inverters	0.131
other	0.00979
xor gates and xnor gates	0.0229
and+or+nand+nor	0.464
adders and majority gates	0.0327
placed cells by master (no fill, tap or decap), types with 2 or more instances in the layout:
cell type        instances
nand3_1                  2
inv_1                    3
clkdlybuf4s50_1         18
nor4_1                   2
and3_1                   2
dlymetal6s2s_1           2
buf_4                    5
a21oi_1                  2
clkbuf_4                 3
dlygate4sd2_1            2
nand2_1                  3
nor2_1                   9
nand2b_1                 3
dfrtp_1                  3
per-layer routing:
metal | vias up | global-route usage | share of wire
li1 | 227 | - | -
met1 | 210 | 0.0551 | 0.44
met2 | 18 | 0.0562 | 0.44
met3 | 2 | 0.0284 | 0.12
met4 | 0 | 0.00880 | 0.0037
met5 | - | 0 | 0
cell type report:
| type | instances | area (um^2) | area share |
|---|---|---|---|
| Sequential cell | 3 | 75.1 | 0.107 |
| Multi-Input combinational cell | 41 | 272 | 0.387 |
| Inverter | 3 | 11.3 | 0.0160 |
| Tap cell | 46 | 57.6 | 0.0820 |
| Clock buffer | 4 | 26.3 | 0.0374 |
| Timing Repair Buffer | 27 | 260 | 0.371 |
Power figures rest on the tool's default switching activity, not on a simulated workload.
