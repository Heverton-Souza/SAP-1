**./config.mk**
```make
export PLATFORM = sky130hd
export DESIGN_NAME = ula
export DESIGN_NICKNAME = ula
export VERILOG_FILES = /design/flow/design.v
export SDC_FILE = /design/flow/constraint.sdc
export NUM_CORES = 4
export LEC_CHECK = 1
export CORE_AREA = 10 10 75 75
export DIE_AREA = 0 0 85 85
```
**./constraint.sdc**
```tcl
current_design ula

set clk_period 6.5
set clk_io_pct 0.2

create_clock -name clk0 -period $clk_period

set non_clock_inputs [all_inputs -no_clocks]
set_input_delay [expr $clk_period * $clk_io_pct] -clock clk0 $non_clock_inputs
set_output_delay [expr $clk_period * $clk_io_pct] -clock clk0 [all_outputs]
```
**./design.v**
```verilog
module ula (
    input wire [7:0] A,
    input wire [7:0] B,
    input wire Eu,         
    input wire Add,        
    input wire Sub,        
    input wire AndOp,      
    input wire OrOp,       
    input wire XorOp,      
    input wire NotOp,      
    output reg [7:0] Out
);
    always @(*) begin
        if (Eu) begin
            if (Add)
                Out = A + B;
            else if (Sub)
                Out = A - B;
            else if (AndOp)
                Out = A & B;
            else if (OrOp)
                Out = A | B;
            else if (XorOp)
                Out = A ^ B;
            else if (NotOp)
                Out = ~A;
            else
                Out = 8'b00000000;  
        end else begin
				Out = 8'bzzzzzzzz;  
        end
    end
endmodule
```
**./run.sh**
```bash
#!/bin/bash
# OpenROAD 26Q1-2900-gdf79404cd8, Yosys 0.63+post, stock flow scripts
make -C /OpenROAD-flow-scripts/flow DESIGN_CONFIG=/design/flow/config.mk WORK_HOME=/design/flow/orfs finish
```
==> deck_impl_summary.md <==
Run Summary

Final timing
  – Final setup fails: 0
  – Setup TNS: 0 ns
  – RSZ-0062 raised after global routing: no
  – Pins Over Slew Limit: 0
  – Final hold slack: roughly 3.8 ns
  – Worst slew pin tran: approximately 0.62 ns
  – Fmax: around 190 MHz
  – Tmin final: ~5.3 ns
  – Period utilization: 0.822
  – Hold Fails Final Rpt: 0
  – Slew HR: 0.585

Placement
  – Port buffer count: 30
  – RePlAce Congestion: 0.869
  – Hpwl dp: about 2500 um
  – Inst Count DP: ~230

Min path
  – Hold_sp: Sub
  – Path type of the worst min-delay path: primary input to primary output

Critical path
  – Kind of critical path: primary input to primary output
  – Critical Path Fanout Max: 3
  – Setup crit start kind: primary input
  – CP Launch Point: A[0]
  – Worst setup EP type: primary output
  – Req. time, crit path: about 5.2 ns
  – Crit path DAT: 4.04 ns

Finish
  – Clkbuf count: 0
  – Finished Layout Cells: around 230
  – Sequential cell area: 0 um2
  – Number of fill cells: between 400 and 500
  – Area Growth Syn to Fin: 26.4%
  – Flops: 0
  – Multi-input gate area: about 1000 um2
  – Fraction of layout cells with a size suffix above 1: 0.0444

Flow run
  – Max-cap violations: 0
  – Tool warnings: 48

GRT
  – Vias in the first global route: between 1000 and 1500
  – Largest net degree at the start of global routing: 17
  – Tot GR Track Use: 0.0869
  – First-pass GRT wire length: approximately 5500 um
  – Global route total overflow: 0
  – Initial antenna violation count: 0

Synth
  – Simple share: 0.172
  – Cell Type Count: about 43
  – Synth warn: 2
  – Yosys Instances: approximately 160
  – Post-Synthesis Cells: around 160
  – Area fraction in xor and xnor cells: 0.0152
  – Post-synth seq share: 0
  – Multiplexer area fraction after synthesis: 0.0174
  – Adder Share, Synth: 0.285
  – Yosys Chip Area: roughly 1100 um2
  – Mean Syn Cell Area: a little over 7 um2
  – AND-OR/OR-AND Cells, Area Fraction: 0.387
  – Syn Std Cell Area: between 1000 and 1500 um2
  – Top non-seq family: AND-OR/OR-AND gates

Clock network
  – Post-CTS Setup Repair Bufs: 0
  – # resized after CTS: 0
  – Hold_buf cts: 0

Drt
  – WL final: between 3000 and 4000 um
  – Via count: between 1000 and 1500
  – N_diodes: 0
  – Drt drc: 0
  – Antenna-violating nets left: 0
  – Drt via density: between 5 and 6
  – 1st-iter DRT viols: 63
  – WL/cell: 13.9 um
  – Initial DRT Pass Iterations: 4

Outcome
  – Run status: finished clean

Power
  – Power Density: a little under 80 nW/um2
  – Overall power: between 100 and 150 uW
  – Peak supply drop: approximately 44 uV
  – Leak pwr: between 0.0006 and 0.0007 uW

Die
  – Chip area: roughly 7200 um2
  – Die Y: about 85 um
  – Floorplan Utilization: 0.283
  – Core ar.: around 4100 um2
  – Num ports: 31
  – Width of the die: ~85 um
  – Rows: 23
power breakdown:
group	switching, uW	internal [uW]	total (uW)
Sequential	0	0	0
Combinational	54.7	60.5	115
Clock	0	0	0
final cells by class:
class / count / area share
timing repair buffer: 30 / 0.207
multi-input combinational: 128 / 0.694
inverter: 22 / 0.0568
tap: 50 / 0.0430
critical path: stages:
cell and delay, ns:
clkdlybuf4s50_1 0.45, inv_1 0.10, ha_1 0.20, inv_1 0.06
fa_1 0.40, nor3b_2 0.17, nor3_1 0.40, o31ai_2 0.11
mux2i_1 0.12, or3_1 0.30, clkdlybuf4s50_1 0.42
routing by layer:
layer	GRT usage	part of all wire
met1	0.132	0.52
met2	0.133	0.42
met5	0	0
met3	0.0125	0.058
met4	0	0
cells by family after synthesis:
family / after synthesis
AND/OR/NAND/NOR: 39
AND-OR/OR-AND: 60
XOR/XNOR: 2
adder cells (fa/ha/maj): 25
buffers and inverters: 33
multiplexers: 2
Yosys cell counts (2+ instances only):
master    instances  area, um2
ha_1             23        288
inv_1            22       82.6
nor2_1           18       67.6
a21oi_1          14       70.1
a221oi_1         11       96.3
a211oi_1          9       67.6
nand2_1           6       22.5
buf_2             4       20.0
nand2b_1          4       25.0
o22ai_1           4       25.0
a21o_1            3       22.5
clkbuf_1          3       11.3
a211o_1           2       17.5
fa_1              2       40.0
mux2i_1           2       20.0
nor2b_1           2       12.5
nor3b_2           2       25.0
o211ai_1          2       15.0
o21ai_0           2       10.0
or3_1             2       12.5
xnor2_1           2       17.5
worst paths after layout:
| path | to | slack (ns) | cells after the start |
|---|---|---|---|
| worst max-delay path | Out[6] | 1.16 | 11 |
| worst min-delay path | Out[0] | 3.83 | 5 |
metrics by stage:
stage	util	area, um2	setup slack [ns]
after global placement	0.358	1450	1.15
after detailed placement	0.358	1450	1.14
after global routing	0.358	1450	0.937
after floorplan	-	1150	2.32
final	0.358	1450	1.16
after CTS	0.358	1450	1.13
cells in the final DEF (no fill, tap or decap), types with 3 or more instances in the layout:
| cell type | Yosys | routed |
|---|---|---|
| ha_1 | 23 | 23 |
| a211oi_1 | 9 | 9 |
| a221oi_1 | 11 | 11 |
| o22ai_1 | 4 | 4 |
| clkdlybuf4s50_1 | 0 | 30 |
| inv_1 | 22 | 22 |
| a21o_1 | 3 | 3 |
| nand2_1 | 6 | 6 |
| nand2b_1 | 4 | 4 |
| nor2_1 | 18 | 18 |
| a21oi_1 | 14 | 14 |
Power is estimated from default activity; no workload was simulated.
